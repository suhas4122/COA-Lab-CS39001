==> design/flow/design.v <==
`timescale 1ns / 1ps
module dff (
    input clk,
    input reset,
    input d,
    output reg q
);
    always @(posedge clk or posedge reset) begin
        if (reset) begin
        q <= 1'b0;
        end 
        else begin
        q <= d;
        end
    end
endmodule
`timescale 1ns / 1ps
module lfsr(
    input clk,
    input sel,
    input [3:0]seed,
    input reset,
    output wire [3:0]w
);
    wire w1;
    wire [3:0]wint;
    mux mux0(.in0(seed[0]), .in1(w[2]), .s(sel), .out(wint[3]));
    mux mux1(.in0(seed[1]), .in1(w[1]), .s(sel), .out(wint[2]));
    mux mux2(.in0(seed[2]), .in1(w[0]), .s(sel), .out(wint[1]));
    mux mux3(.in0(seed[3]), .in1(w1), .s(sel), .out(wint[0]));
    dff dff0(.clk(clk), .reset(reset), .d(wint[3]), .q(w[3]));
    dff dff1(.clk(clk), .reset(reset), .d(wint[2]), .q(w[2]));
    dff dff2(.clk(clk), .reset(reset), .d(wint[1]), .q(w[1]));
    dff dff3(.clk(clk), .reset(reset), .d(wint[0]), .q(w[0]));
    assign w1 = w[3] ^ w[2];
endmodule
`timescale 1ns / 1ps
module mux(
    input in0, 
    input in1,
    input s, 
    output reg out
);
    always @(*) begin
        if(s)
            out <= in1;     
        else
            out <= in0;     
    end
endmodule 
==> design/flow/run.sh <==
#!/bin/bash
# OpenROAD 26Q1-2900-gdf79404cd8, Yosys 0.63+post, stock flow scripts
make -C /OpenROAD-flow-scripts/flow DESIGN_CONFIG=/design/flow/config.mk WORK_HOME=/design/flow/orfs finish
==> design/flow/config.mk <==
export PLATFORM = sky130hd
export DESIGN_NAME = lfsr
export DESIGN_NICKNAME = lfsr
export VERILOG_FILES = /design/flow/design.v
export SDC_FILE = /design/flow/constraint.sdc
export NUM_CORES = 4
export LEC_CHECK = 1
export CORE_AREA = 10 10 70 70
export DIE_AREA = 0 0 80 80
==> design/flow/constraint.sdc <==
current_design lfsr

set clk_period 1.6
set clk_io_pct 0.2

create_clock -name clk0 -period $clk_period [get_ports {clk}]

set non_clock_inputs [all_inputs -no_clocks]
set_input_delay [expr $clk_period * $clk_io_pct] -clock clk0 $non_clock_inputs
set_output_delay [expr $clk_period * $clk_io_pct] -clock clk0 [all_outputs]
==> flow_summary.yaml <==
# implementation run metrics
timing:
  fin_tns_setup_ns: 0
  period_used_pct: 88.4
  hold_viol: 0
  setup_violations: 0
  worst_pin_slew_ns: 0.201
  relSlewSlack_pct: 86.6
  finClkSkew_ns: 0.00112
  rsz0062_at_grt: "false"
  fmax_mhz: 707
  maxSlewViolCount: 0
  period_needed_ns: 1.41
pwr:
  leakage_nw: 0.121
  powerDensity_nw_per_um2: 891
  p_int_mw: 0.241
  switching_share_pct: 19.4
  power_frac_clock_pct: 40.6
  power_switching_mw: 0.0578
  total_power_mw: 0.299
  pwr-share-seq_pct: 40.5
  peakVddDrop_mv: 0.0976
  pwr-share-comb_pct: 18.9
layout:
  drive_gt1_share_pct: 25.0
  layout_top_cell: "clkdlybuf4s50_1"
  layout_top_cells: "10 x clkdlybuf4s50_1, 4 x dfrtp_1, 3 x mux2_2, 3 x clkbuf_4"
  syn2layout_area_growth_pct: 81.1
  final_core_util_pct: 9.82
yosys:
  avgSynthCellArea_um2: 12.3
  ys_sh_xor_pct: 4.73
  muxShareOfSynthArea_pct: 18.2
  syn_inst: 15
  syn_area_um2: 185
  postSynthSeqShare_pct: 54.1
  ys_cells: 15
  ys_sh_simple_pct: 2.03
  ys_warn_count: 2
  ys_types: 7
  yosysChipArea_um2: 185
  numSynthFlops: 4
  top_logic_kind: "buffers and inverters"
  aoi_share_pct: 2.70
  synthAdderAreaFrac_pct: 0
run:
  cap_violations: 0
  warnings: 25
clock_tree:
  cts_buffers: 3
  cts-htree-levels: 1
  ctsHoldBuffers: 0
  cts_tree: "built"
  clock-root-buffer: "clkbuf_4"
  post_cts_buffers: 0
  clkTransAtPathRegs_ns: 0.04
  clock_sinks: 4
  ctsResizeCount: 0
  clockBufferDepth: 2
  clock_latency_ns: 0.23
routing:
  viasPerCell: 1.89
  totalWireLength_um: 540
  wl_per_cell_um: 7.71
  drc: 0
  num_vias: 132
  dr.pass1.iters: 1
  antenna_cells: 0
  ant_nets: 0
  first_iter_violations: 0
worst_setup_path:
  crit_path_end_kind: "output pin"
  critical_path_required_ns: 1.28
  critPathArrivalTime_ns: 1.09
  rrSetupSlack_ns: 0.82
  cp-startpoint: "dff1.q"
  crit_family: "buffers and inverters"
  critPathSlowestCell: "clkdlybuf4s50_1"
  path_max_fanout: 3
  crit_buf_inv: 1
  crit_path_cell_trace: "clkdlybuf4s50_1"
  startpoint_type: "flop"
  setup.worst_path.class: "flop to output pin"
  cp_slowest_stage_delay_ns: 0.50
  worstReg2RegStart: "dff1.q"
placed_design:
  gp_congestion: 0.656
  port_buffers: 10
  dp_hpwl_um: 486
die:
  ios: 11
  die_w_um: 80
  fp-utilization_pct: 5.42
  core-area_um2: 3420
  num_rows: 21
  dieArea_um2: 6400
  die_y_um: 80
global_routing:
  grt_start_max_net_pins: 6
  grt.total_usage_pct: 1.72
  antenna_found_initial: 0
  grt_overflow: 0
  grt_pass1_wl_um: 786
  grt_pass1_vias: 153
min_path:
  min_path_type: "primary input to asynchronous set/reset pin"
run_status:
  status: "completed"
-- flip-flops by register name, indices dropped and copies added, names as in the netlist --
signal  flops
dff3.q      1
dff2.q      1
dff1.q      1
dff0.q      1
-- final cells by class --
cell class,count,area (um^2)
multi-input combinational,6,51.3
fill,403,3080
tap,46,57.6
timing repair buffer,10,100
sequential,4,100
clock buffer,3,22.5
inverter,1,3.75
-- through the flow --
step | std cells | hold WS (ns) | cell area (um^2) | setup slack (ns)
after floorplan | 15 | 0.0861 | 185 | 0.788
after global placement | 67 | 0.501 | 313 | 0.233
after detailed placement | 67 | 0.502 | 313 | 0.216
after CTS | 70 | 0.273 | 335 | 0.143
after global routing | 70 | 0.300 | 335 | 0.140
final | 70 | 0.279 | 335 | 0.186
-- synthesized netlist by cell type --
cell     instances  area share [%]
a21oi_1          1             2.7
buf_4            4              16
dfrtp_1          4              54
inv_1            1             2.0
mux2_2           3              18
nor2_1           1             2.0
xnor2_1          1             4.7
-- routing by layer --
layer	global-route usage (%)	vias up	part of all wire, %
li1	-	63	-
met1	1.00	65	23
met2	3.53	2	69
met3	1.14	2	6.3
met4	0.880	0	1.7
met5	0	-	0
-- path summary, 6_finish.rpt --
check,cells after the start,end
hold / removal,2,dff2.q
min in group clk0,1,dff1.q
max in group asynchronous,2,dff0.q
hold reg to reg,1,dff1.q
setup reg to reg,2,dff3.q
setup / recovery,1,w[2]
-- worst register-to-register path, cell delays in order (launching register included) --
cell and delay (ns):
dfrtp_1 0.39, xnor2_1 0.18, a21oi_1 0.09
-- kinds of logic after synthesis --
logic type | after synthesis
simple gates | 1
mux | 3
flops | 4
buf+inv | 5
compound gates | 1
xor+xnor | 1
-- power by group through the flow --
| stage | clock network [mW] | registers [mW] | logic, mW |
|---|---|---|---|
| 4_1_cts | 0.130 | 0.122 | 0.0582 |
| 5_1_grt | 0.134 | 0.123 | 0.0606 |
| 6_report | 0.121 | 0.121 | 0.0563 |
Power is estimated from default activity; no workload was simulated.
