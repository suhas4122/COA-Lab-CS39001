**./constraint.sdc**
```tcl
current_design booth_multiplier

set clk_period 5.0
set clk_io_pct 0.2

create_clock -name clk0 -period $clk_period [get_ports {clk}]

set non_clock_inputs [all_inputs -no_clocks]
set_input_delay [expr $clk_period * $clk_io_pct] -clock clk0 $non_clock_inputs
set_output_delay [expr $clk_period * $clk_io_pct] -clock clk0 [all_outputs]
```
**./config.mk**
```make
export PLATFORM = sky130hd
export DESIGN_NAME = booth_multiplier
export DESIGN_NICKNAME = booth_multiplier
export VERILOG_FILES = /design/flow/design.v
export SDC_FILE = /design/flow/constraint.sdc
export NUM_CORES = 4
export LEC_CHECK = 1
export CORE_UTILIZATION = 30
```
**./design.v**
```verilog
`timescale 1ns / 1ps
module booth_multiplier(
    input clk,
    input reset,
    input load,
    input signed [7:0] Mc,
    input signed [7:0] Mp,
    output reg [15:0] product
);  
    reg signed [7:0] A, Q, B;
    reg Q_1;
    reg [3:0] count;
    reg [1:0] temp;
    reg [7:0] sum, diff;
    always @(posedge clk) begin
        if (reset) begin
            A <= 8'b0;
            B <= 8'b0;
            Q <= 8'b0;
            Q_1 <= 1'b0;
            count <= 4'b0;
        end
        else if (load) begin
            A <= 8'b0;
            B <= Mc;
            Q <= Mp;
            Q_1 <= 1'b0;
            count <= 4'b0;
        end
        else if(count <= 8) begin
            temp = {Q[0], Q_1};     
            case (temp)
                2'b01 : begin       
                    sum = A + B;
                    A <= {sum[7], sum[7:1]};
                    Q <= {sum[0], Q[7:1]};
                end 
                2'b10 : begin       
                    diff = A - B; 
                    A <= {diff[7], diff[7:1]};
                    Q <= {diff[0], Q[7:1]};
                end
                default: begin      
                    A <= {A[7], A[7:1]};
                    Q <= {A[0], Q[7:1]};
                end
            endcase
            Q_1 <= Q[0];             
            count <= count + 1'b1;   
            product <= {A, Q};       
        end
    end
endmodule
```
**./run.sh**
```bash
#!/bin/bash
# OpenROAD 26Q1-2900-gdf79404cd8, Yosys 0.63+post, stock flow scripts
make -C /OpenROAD-flow-scripts/flow DESIGN_CONFIG=/design/flow/config.mk WORK_HOME=/design/flow/orfs finish
```
==> metrics.sh <==
STARTPOINT_OF_THE_WORST_HOLD_PATH='Q[2]$_SDFFE_PP0P_'
STARTPOINT='reset'
SYNTH_WARNINGS=1
TOTALNEGATIVESETUPSLACK_NS=0
H-TREE-DEPTH=2
DRV.MAX_CAP_VIOLATION_COUNT=0
COMMON_CELLS='sky130_fd_sc_hd__dfxtp_1, sky130_fd_sc_hd__nor2_1, sky130_fd_sc_hd__nand2_1'
R2R_SETUP_SLACK_NS=2.83
FINALCLOCKSKEW_NS=0.00873
PWR_DENSITY_CELL_nW_PER_UM2=238
FINAL_COUNT_OF_PINS_VIOLATING_MAX_SLEW=0
TOP_CELL_AREA_SHARE_PCT=22.4
GRT_SETUP_UNREPAIRED='false'
TIGHTESTPINTRANSITION_NS=0.644
LOG.WARNING_COUNT=35
TRITONCTS_CLOCK_TREE='built'
CLK_TRANSITION_REPORTED_PATHS_NS=0.09
CRITICALPATHCATEGORY='in2reg'
REQUIRED_NS=4.99
GRT_PASS1_WL_MM=8.83
GPL.FINAL_WEIGHTED_CONGESTION=0.868
DESIGN.CORE.AREA_UM2=8300
CTS_POST_SETUP_BUFFERS_INSERTED=0
SETUP.WORST_PATH.END_CLASS='flop'
VIAS_PER_CELL=4.92
GLOBAL_ROUTE.OVERFLOW_TOTAL=0
ROUTED_WIRE_LENGTH_PER_INSTANCE_UM=13.5
CTS.SINK_COUNT=45
REG2REGPATHDEPTH=9
NUM_ANTENNA_CELLS=0
SYN-CELL-AREA_UM2=2600
SYNTH.LIB_CELLS_USED.DISTINCT=58
POST-SYNTH-TOP-COUNT-CELL='sky130_fd_sc_hd__dfxtp_1'
REG2REG_TO='A[3]$_SDFFE_PP0N_'
POST_CTS_RESIZE_COUNT=0
CRIT_PATH_MAX_FANOUT=18
ROUTED_WL_MM=5.37
POSTSYNTHREGISTERBITS=45
MAX_SLEW_MARGIN_PCT=57.0
CLOCK_PATH_BUFFERS=2
SYN-MEAN-INSTANCE-AREA_UM2=9.91
TIMING.FINAL.SETUP_VIOLATIONS=0
DIE_WIDTH_UM=95.0
DIE_AREA_UM2=9030
P_LEAK_nW=1.18
ROUTE.VIAS.TOTAL=1960
HEIGHT_OF_THE_CHIP_UM=95.0
CTS_ROOT_BUFFER='sky130_fd_sc_hd__clkbuf_8'
HOLD_VIOL_FINAL=0
MIN_PERIOD_OVER_PERIOD_PCT=57.1
DRT_DRC_VIOLATIONS_LEFT=0
REGISTER_SHARE_AFTER_SYNTHESIS_PCT=40.9
MAXCLOCKFREQUENCY_MHz=350
PEAKVDDDROP_mV=0.149
INITIAL_UTILIZATION_PCT=31.3
NUMBER_OF_CELLS_PRODUCED_BY_SYNTHESIS=262
WORSTHOLDENDPOINT='product[2]$_DFFE_PP_'
TIMING.HOLD.WORST_PATH_DEPTH=0
GRT_START_MAX_NET_PINS=21
AREA_GROWTH_PCT=19.4
YOSYS-STAT-CELLS=262
DETAIL-ROUTE-ANTENNA-NETS=0
IOS=35
FINALWORSTPATHREQUIREDPERIOD_NS=2.85
PLACEMENT.IO_BUFFERS=34
SYNTH-EDFF-COUNT=16
GLOBALROUTETOTALUTIL_PCT=13.0
CP_DATA_ARRIVAL_TIME_NS=2.85
RR_STARTPOINT='A[0]$_SDFFE_PP0N_'
HOLDWS_NS=0.457
GRT_PASS1_VIAS=1778
PRE_CTS_WS_NS=1.81
LAYOUT.CELL_AREA.NON_FILLER_UM2=3100
DRT_PASS1_ITERATIONS=4
SYNTHTOPCELLSBYAREA='sky130_fd_sc_hd__dfxtp_1, sky130_fd_sc_hd__edfxtp_1, sky130_fd_sc_hd__ha_1'
CTS_INSERTED_BUFFERS=5
FINALPOWER_mW=0.736
POST_ROUTE_CELLS_DRIVE_ABOVE_1_SHARE_PCT=8.19
INITIALDRTVIOLATIONCOUNT=99
CTS_HOLD_BUF=0
GRT_ANTENNA_BEFORE_REPAIR=0
CLOCK_LATENCY_LATE_SINK_NS=0.30
YS_ASYNC_SR_FRACTION_PCT=0
STATUS='complete, no violations'
PLACE.DETAILED.HPWL_MM=3.98
FINAL.SETUP.WORST_SLACK_NS=2.15
YS_CHIP_AREA_UM2=2600
POSTSYNTH.TOPFLOPCELL='sky130_fd_sc_hd__dfxtp_1'
SETUP.WORST_PATH.START_CLASS='input port'
DETAILED_PLACE.AREA_UM2=3010
LARGEST_AREA_CELL='sky130_fd_sc_hd__dfxtp_1'
HOLDCRITPATHCLASS='reg2reg'
CORE.ROWCOUNT=33
==> placed cells by master, fill, tap and decap left out, drive strengths merged, types with 5 or more instances in the layout <==
| cell type | count |
|---|---|
| a21oi | 15 |
| nand3 | 6 |
| ha | 19 |
| clkdlybuf4s50 | 34 |
| dfxtp | 29 |
| nor2 | 25 |
| nand2 | 22 |
| mux2i | 16 |
| clkbuf | 6 |
| nand2b | 6 |
| inv | 17 |
| o21ai | 8 |
| edfxtp | 16 |
| xnor2 | 5 |
| mux2 | 8 |
| nor2b | 5 |
==> worst max path at each step <==
| stage | to | slack (ns) | cells past startpoint |
|---|---|---|---|
| global route | product[1]$_DFFE_PP_ | 2.01 | 4 |
| CTS | product[1]$_DFFE_PP_ | 2.11 | 4 |
| finish | product[1]$_DFFE_PP_ | 2.15 | 4 |
==> layer usage <==
layer / wire length [um] / track usage (%) / part of all wire, % / up-vias
met1: 2690 / 20.7 / 50 / 905
li1: - / - / - / 992
met2: 2290 / 18.8 / 43 / 51
met4: 92 / 2.27 / 1.7 / 0
met3: 291 / 2.84 / 5.4 / 12
met5: 0 / 0 / 0 / -
==> through the flow <==
step | cells | util, %
after floorplan | 262 | -
after global placement | 390 | 36.3
after detailed placement | 390 | 36.3
after CTS | 398 | 37.3
after global routing | 398 | 37.3
final | 398 | 37.3
==> power breakdown <==
| group | switching, mW | leakage (nW) | total, mW | internal, mW |
|---|---|---|---|---|
| Sequential | 0.0108 | 0.392 | 0.405 | 0.394 |
| Combinational | 0.0544 | 0.749 | 0.113 | 0.0581 |
| Clock | 0.121 | 0.0374 | 0.219 | 0.0985 |
| Total | 0.186 | 1.18 | 0.736 | 0.551 |
==> worst max-delay path: stages <==
cell                              delay (ns)
sky130_fd_sc_hd__clkdlybuf4s50_1        0.74
sky130_fd_sc_hd__or2_1                  0.49
sky130_fd_sc_hd__nor2_1                 0.32
sky130_fd_sc_hd__buf_4                  0.29
==> layout make-up <==
type | count | area (um^2)
inverters | 17 | 63.8
multi-input cells | 187 | 1400
well taps | 105 | 131
clock buffers | 6 | 72.6
fillers | 819 | 5200
flip-flops and latches | 45 | 1060
clock inverters | 2 | 15.0
repair buffers | 36 | 355
==> state kept, by name, summed over array words and instances (netlist names) <==
signal	cells
B	8
A	8
product	16
Q	8
count	4
Q_1	1
==> logic make-up after synthesis <==
| kind of cell | share of synthesized area (%) |
|---|---|
| AND-OR/OR-AND | 15.6 |
| XOR/XNOR | 2.02 |
| adder cells (fa/ha/maj) | 10.7 |
| buffers and inverters | 5.20 |
| flip-flops | 40.9 |
| multiplexers | 9.78 |
| AND/OR/NAND/NOR | 15.8 |
Power figures rest on the tool's default switching activity, not on a simulated workload.
