==> flow/design.v <==
`timescale 1ns / 1ps
module mux(
    input in0, 
    input in1,
    input s, 
    output reg out
);
    always @(*) begin
        if(s)
            out <= in1;     
        else
            out <= in0;     
    end
endmodule 
`timescale 1ns / 1ps
module barrel_shifter(
    input [7:0] in,
    input [2:0] shamt,
    input dir,
    output [7:0] out
);
    wire [7:0] x, y, w, z;
    mux ins_00 (.in0(in[7]), .in1(in[0]), .s(dir),.out(w[7]));
    mux ins_01 (.in0(in[6]), .in1(in[1]), .s(dir),.out(w[6]));
    mux ins_02 (.in0(in[5]), .in1(in[2]), .s(dir),.out(w[5]));
    mux ins_03 (.in0(in[4]), .in1(in[3]), .s(dir),.out(w[4]));
    mux ins_04 (.in0(in[3]), .in1(in[4]), .s(dir),.out(w[3]));
    mux ins_05 (.in0(in[2]), .in1(in[5]), .s(dir),.out(w[2]));
    mux ins_06 (.in0(in[1]), .in1(in[6]), .s(dir),.out(w[1]));
    mux ins_07 (.in0(in[0]), .in1(in[7]), .s(dir),.out(w[0]));
    mux  ins_08 (.in0(w[7]),.in1(1'b0),.s(shamt[2]),.out(x[7]));
    mux  ins_09 (.in0(w[6]),.in1(1'b0),.s(shamt[2]),.out(x[6]));
    mux  ins_10 (.in0(w[5]),.in1(1'b0),.s(shamt[2]),.out(x[5]));
    mux  ins_11 (.in0(w[4]),.in1(1'b0),.s(shamt[2]),.out(x[4]));
    mux  ins_12 (.in0(w[3]),.in1(w[7]),.s(shamt[2]),.out(x[3]));
    mux  ins_13 (.in0(w[2]),.in1(w[6]),.s(shamt[2]),.out(x[2]));
    mux  ins_14 (.in0(w[1]),.in1(w[5]),.s(shamt[2]),.out(x[1]));
    mux  ins_15 (.in0(w[0]),.in1(w[4]),.s(shamt[2]),.out(x[0]));
    mux  ins_16 (.in0(x[7]),.in1(1'b0),.s(shamt[1]),.out(y[7]));
    mux  ins_17 (.in0(x[6]),.in1(1'b0),.s(shamt[1]),.out(y[6]));
    mux  ins_18 (.in0(x[5]),.in1(x[7]),.s(shamt[1]),.out(y[5]));
    mux  ins_19 (.in0(x[4]),.in1(x[6]),.s(shamt[1]),.out(y[4]));
    mux  ins_20 (.in0(x[3]),.in1(x[5]),.s(shamt[1]),.out(y[3]));
    mux  ins_21 (.in0(x[2]),.in1(x[4]),.s(shamt[1]),.out(y[2]));
    mux  ins_22 (.in0(x[1]),.in1(x[3]),.s(shamt[1]),.out(y[1]));
    mux  ins_23 (.in0(x[0]),.in1(x[2]),.s(shamt[1]),.out(y[0]));
    mux  ins_24 (.in0(y[7]),.in1(1'b0),.s(shamt[0]),.out(z[7]));
    mux  ins_25 (.in0(y[6]),.in1(y[7]),.s(shamt[0]),.out(z[6]));
    mux  ins_26 (.in0(y[5]),.in1(y[6]),.s(shamt[0]),.out(z[5]));
    mux  ins_27 (.in0(y[4]),.in1(y[5]),.s(shamt[0]),.out(z[4]));
    mux  ins_28 (.in0(y[3]),.in1(y[4]),.s(shamt[0]),.out(z[3]));
    mux  ins_29 (.in0(y[2]),.in1(y[3]),.s(shamt[0]),.out(z[2]));
    mux  ins_30 (.in0(y[1]),.in1(y[2]),.s(shamt[0]),.out(z[1]));
    mux  ins_31 (.in0(y[0]),.in1(y[1]),.s(shamt[0]),.out(z[0]));
    mux ins_32 (.in0(z[7]), .in1(z[0]), .s(dir),.out(out[7]));
    mux ins_33 (.in0(z[6]), .in1(z[1]), .s(dir),.out(out[6]));
    mux ins_34 (.in0(z[5]), .in1(z[2]), .s(dir),.out(out[5]));
    mux ins_35 (.in0(z[4]), .in1(z[3]), .s(dir),.out(out[4]));
    mux ins_36 (.in0(z[3]), .in1(z[4]), .s(dir),.out(out[3]));
    mux ins_37 (.in0(z[2]), .in1(z[5]), .s(dir),.out(out[2]));
    mux ins_38 (.in0(z[1]), .in1(z[6]), .s(dir),.out(out[1]));
    mux ins_39 (.in0(z[0]), .in1(z[7]), .s(dir),.out(out[0]));
endmodule
==> flow/run.sh <==
#!/bin/bash
# OpenROAD 26Q1-2900-gdf79404cd8, Yosys 0.63+post, stock flow scripts
make -C /OpenROAD-flow-scripts/flow DESIGN_CONFIG=/design/flow/config.mk WORK_HOME=/design/flow/orfs finish
==> flow/config.mk <==
export PLATFORM = sky130hd
export DESIGN_NAME = barrel_shifter
export DESIGN_NICKNAME = barrel_shifter
export VERILOG_FILES = /design/flow/design.v
export SDC_FILE = /design/flow/constraint.sdc
export NUM_CORES = 4
export LEC_CHECK = 1
export CORE_AREA = 10 10 70 70
export DIE_AREA = 0 0 80 80
==> flow/constraint.sdc <==
current_design barrel_shifter

set clk_period 3.6
set clk_io_pct 0.2

create_clock -name clk0 -period $clk_period

set non_clock_inputs [all_inputs -no_clocks]
set_input_delay [expr $clk_period * $clk_io_pct] -clock clk0 $non_clock_inputs
set_output_delay [expr $clk_period * $clk_io_pct] -clock clk0 [all_outputs]
==> results.yml <==
# physical design summary
critical_path:
  worstSetupPathType: "input port to primary output"
  cp_max_fo: 5
  startpoint_type: "input port"
  cp.arrival_ns: 2.71
  end_kind: "primary output"
  worstPathRequired_ns: 2.88
timing:
  worst_pin_slew_ns: 0.4063
  finalCriticalPeriod_ns: 3.434
  fin_crit_sh_pct: 95.40
  tns_ns: 0
  setup_viol_count_final: 0
  fin_hold_ws_ns: 2.470
  slew_violations: 0
  rsz0062_at_grt: "no"
  finalHoldViolCount: 0
  slew_headroom_pct: 72.83
  timing.final.ws_setup_ns: 0.1656
  fmax_ghz: 0.2912
cells_and_area:
  flops: 0
  comb_area_um2: 456.7
  syn2layout_area_growth_pct: 37.58
  nFillCells: 383
  clock_buffers: 0
  register_area_um2: 0
  final_cell_mix: "clkdlybuf4s50_1, mux2i_1, o21ai_0, buf_4, mux4_2"
  layout.cells.most_common: "clkdlybuf4s50_1"
  drive_above_1_share_pct: 24.68
  postLayoutCoreUtil_pct: 22.53
pwr:
  p_total_mw: 0.1016
  vdd_drop_max_uv: 49.20
  p_per_area_nw_per_um2: 132.0
  power.leakage_nw: 0.2930
synth:
  yosysTopAreaCellShare_pct: 16.11
  syn_area_um2: 559.3
  ys_types: 29
  syn-instance-count: 64
  top_area_cell: "mux4_2"
  postSynthAreaPerCell_um2: 8.739
  area_leaders: "mux4_2, mux2i_1, buf_4, mux4_1, o21ai_0"
  yosysCellCount: 64
  yosys_warnings: 1
  ys_area_um2: 559.3
  ys_seq_share_pct: 0
clock_network:
  post_cts_buffers: 0
  hold_buffers: 0
global_routing:
  grt_max_degree: 15
  grt_antenna_before_repair: 0
  grt_pass1_vias: 531
  grt_pass1_wl_um: 2311
  overflow: 0
  grt_usage_pct: 4.259
drt:
  totalWireLength_um: 1457
  antenna_cells: 0
  drt_iter0_drc: 27
  drc: 0
  antenna_left: 0
  avgViaCountPerCell: 4.350
  dr.pass1.iters: 4
  wire_per_inst_um: 11.85
  vias: 535
job:
  tool_warnings: 32
  cap_viol_max_count: 0
placement:
  routabilityCongestion: 0.8220
  place_hpwl_um: 1237
  io_buffers: 20
  preCtsSetupSlack_ns: 0.02753
floorplan:
  die_w_um: 80
  io_pins: 20
  die_h_um: 80
  fp-row-count: 21
  core_area_um2: 3416
  chipArea_um2: 6400
  fp_util_pct: 16.37
worst_hold_path:
  holdPathStages: 5
  holdCritPathClass: "input port to primary output"
  worstHoldEndpoint: "out[5]"
  worstHoldStart: "dir"
status:
  outcome: "finished clean"
-- what timing repair did --
| item | in CTS | in global routing |
|---|---|---|
| resized | 0 | 3 |
| setup endpoints to repair | 0 | 7 |
| hold endpoints to repair | 0 | 0 |
-- worst max path at each step --
stage / from / endpoint / slack, ns
4_1_cts: dir / out[1] / 0.03
5_1_grt: in[6] / out[1] / 0.04
6_report: in[6] / out[1] / 0.17
-- cells in the mapped netlist, types with 2 or more instances --
| cell type | instances |
|---|---|
| mux4_2 | 4 |
| buf_6 | 2 |
| clkbuf_1 | 3 |
| o21ai_0 | 6 |
| nand2_1 | 4 |
| mux2_2 | 2 |
| buf_4 | 8 |
| mux4_1 | 2 |
| o21ai_1 | 3 |
| inv_1 | 2 |
| nor2_1 | 4 |
| mux2i_1 | 6 |
| o211ai_1 | 2 |
-- routing by layer --
metal	global-route usage, %	wire (um)	vias up
met4	0	0	0
met1	6.136	742	243
met2	6.019	543	25
met5	0	0	-
li1	-	-	267
met3	1.932	170	0
-- area by class of cell --
type	instances	area share, %
multi-input combinational	49	59.35
timing repair buffer	26	32.20
tap	46	7.480
inverter	2	0.9756
-- logic make-up (layout without fill, tap and decap cells) --
family | after synthesis | in the layout | synth area share [%]
compound gates | 20 | 20 | 25.50
mux | 15 | 15 | 42.95
buf+inv | 15 | 28 | 18.12
simple gates | 14 | 14 | 13.42
-- where the power goes --
group | total [mW] | switching [mW] | leakage [nW] | internal, mW
Clock | 0 | 0 | 0 | 0
Combinational | 0.102 | 0.0395 | 0.293 | 0.0621
Sequential | 0 | 0 | 0 | 0
Total | 0.102 | 0.0395 | 0.293 | 0.0621
-- through the flow --
step,std cells,area (um2)
floorplan,64,559.3
global placement,123,768.2
detailed placement,123,768.2
CTS,123,768.2
global route,123,769.5
finish,123,769.5
-- worst max-delay path, cell delays in order --
cell and delay (ns):
clkdlybuf4s50_1 0.49, mux4_1 0.54, mux2_4 0.30, o22ai_2 0.16, mux2i_1 0.09, clkdlybuf4s50_1 0.42
Power is estimated from default activity; no workload was simulated.
